**flow/design.v**
```verilog
module top(input         clk, reset,
           output [31:0] writedata, dataadr,
           output        memwrite);
  wire [31:0] pc, instr, readdata;
  mips mips(clk, reset, pc, instr, memwrite, dataadr, writedata, readdata);
  imem imem(pc[7:2], instr);
  dmem dmem(clk, memwrite, dataadr, writedata, readdata);
endmodule
module mips(input          clk, reset,
            output  [31:0] pc,
            input   [31:0] instr,
            output         memwrite,
            output  [31:0] aluout, writedata,
            input   [31:0] readdata);
  wire        memtoreg, branch,
               pcsrc, zero, regdst, regwrite, jump;
  wire [1:0]alusrc;
  wire [2:0]  alucontrol;
  controller c(instr[31:26], instr[5:0], zero,
               memtoreg, memwrite, pcsrc,
               alusrc, regdst, regwrite, jump,
               alucontrol);
  datapath dp(clk, reset, memtoreg, pcsrc,
              alusrc, regdst, regwrite, jump,
              alucontrol,
              zero, pc, instr,
              aluout, writedata, readdata);
endmodule
module controller(input   [5:0] op, funct,
                  input         zero,
                  output        memtoreg, memwrite,
                  output        pcsrc,
                  output        [1:0]alusrc,
                  output        regdst, regwrite,
                  output        jump,
                  output  [2:0] alucontrol);
  wire [1:0] aluop;
  wire       branch;
  wire pcsrc1,pcsrc2;
  maindec md(op, memtoreg, memwrite, branch,
             alusrc, regdst, regwrite, jump,
             aluop);
  aludec  ad(funct, aluop, alucontrol);
  assign pcsrc1 = branch & zero;
  assign pcsrc2 = branch & !zero;
  mux2 #(1) brmux(pcsrc1,pcsrc2,op[0],pcsrc);  
endmodule
module maindec(input   [5:0] op,
               output        memtoreg, memwrite,
               output        branch,
               output [1:0]  alusrc,
               output        regdst, regwrite,
               output        jump,
               output  [1:0] aluop);
  reg [9:0] controls;
  assign {regwrite, regdst, alusrc,
          branch, memwrite,
          memtoreg, jump, aluop} = controls;
  always@(*)
    case(op)
      6'b000000: controls <= 10'b1100000010;  
      6'b100011: controls <= 10'b1001001000;  
      6'b101011: controls <= 10'b0001010000;  
      6'b000100: controls <= 10'b0000100001;  
      6'b001000: controls <= 10'b1001000000;  
      6'b000010: controls <= 10'b0000000100;  
      6'b001101: controls <= 10'b1001000011;  
      6'b000101: controls <= 10'b0010100001;  
      default:   controls <= 10'bxxxxxxxxxx;  
    endcase
endmodule
module aludec(input   [5:0] funct,
              input   [1:0] aluop,
              output reg [2:0] alucontrol);
  always@(*)
    case(aluop)
      2'b00: alucontrol <= 3'b010;   
      2'b01: alucontrol <= 3'b110;   
      2'b11: alucontrol <= 3'b001;   
      default: case(funct)           
          6'b100000: alucontrol <= 3'b010;  
          6'b100010: alucontrol <= 3'b110;  
          6'b100100: alucontrol <= 3'b000;  
          6'b100101: alucontrol <= 3'b001;  
          6'b101010: alucontrol <= 3'b111;  
          default:   alucontrol <= 3'bxxx;  
        endcase
    endcase
endmodule
module datapath(input          clk, reset,
                input          memtoreg, pcsrc,
                input          [1:0]alusrc, regdst,
                input          regwrite, jump,
                input   [2:0]  alucontrol,
                output         zero,
                output  [31:0] pc,
                input   [31:0] instr,
                output  [31:0] aluout, writedata,
                input   [31:0] readdata);
  wire [4:0]  writereg;
  wire [31:0] pcnext, pcnextbr, pcplus4, pcbranch;
  wire [31:0] signimm, signimmsh;
  wire [31:0] zeroimm,extension;
  wire [31:0] srca, srcb;
  wire [31:0] result;
  flopr #(32) pcreg(clk, reset, pcnext, pc);
  adder       pcadd1(pc, 32'b100, pcplus4);
  sl2         immsh(signimm, signimmsh);
  adder       pcadd2(pcplus4, signimmsh, pcbranch);
  mux2 #(32)  pcbrmux(pcplus4, pcbranch, pcsrc,
                      pcnextbr);
  mux2 #(32)  pcmux(pcnextbr, {pcplus4[31:28],
                    instr[25:0], 2'b00},
                    jump, pcnext);
  regfile     rf(clk, regwrite, instr[25:21],
                 instr[20:16], writereg,
                 result, srca, writedata);
  mux2 #(5)   wrmux(instr[20:16], instr[15:11],
                    regdst, writereg);
  mux2 #(32)  resmux(aluout, readdata,
                     memtoreg, result);
  signext     se(instr[15:0], signimm);
  zeroext     ze(instr[15:0], zeroimm);  
  mux2 #(32)  extmux(signimm, zeroimm, alucontrol[0],
                        extension);
  mux2 #(32)  srcbmux(writedata, extension, alusrc[0],
                      srcb);  
  alu32         alu(.A(srca), .B(srcb), .F(alucontrol),
                  .Y(aluout), .Zero(zero));
endmodule
module regfile(input          clk,
               input          we3,
               input   [4:0]  ra1, ra2, wa3,
               input   [31:0] wd3,
               output  [31:0] rd1, rd2);
  reg [31:0] rf[31:0];
  always @(posedge clk)
    if (we3) rf[wa3] <= wd3;
  assign rd1 = (ra1 != 0) ? rf[ra1] : 0;
  assign rd2 = (ra2 != 0) ? rf[ra2] : 0;
endmodule
module adder(input   [31:0] a, b,
             output  [31:0] y);
  assign y = a + b;
endmodule
module sl2(input   [31:0] a,
           output  [31:0] y);
  assign y = {a[29:0], 2'b00};
endmodule
module signext(input   [15:0] a,
               output  [31:0] y);
  assign y = {{16{a[15]}}, a};
endmodule
module zeroext(input   [15:0] a,
               output  [31:0] y);
  assign y = {16'b0, a};
endmodule
module flopr #(parameter WIDTH = 8)
              (input               clk, reset,
               input      [WIDTH-1:0] d,
               output reg [WIDTH-1:0] q);
  always @(posedge clk, posedge reset)
    if (reset) q <= 0;
    else       q <= d;
endmodule
module flopenr #(parameter WIDTH = 8)
                (input               clk, reset,
                 input               en,
                 input   [WIDTH-1:0] d,
                 output reg [WIDTH-1:0] q);
  always @(posedge clk, posedge reset)
    if      (reset) q <= 0;
    else if (en)    q <= d;
endmodule
module mux2 #(parameter WIDTH = 8)
             (input   [WIDTH-1:0] d0, d1,
              input               s,
              output  [WIDTH-1:0] y);
  assign y = s ? d1 : d0;
endmodule
module alu32( input [31:0] A, B, input [2:0] F,
              output reg [31:0] Y,
              output Zero);
    wire [31:0] S, Bout;
    assign Bout = F[2] ? ~B : B;
    assign S = A + Bout + F[2];
    always @ (*)
      case (F[1:0])
        2'b00: Y <= A & Bout;
        2'b01: Y <= A | Bout;
        2'b10: Y <= S;
        2'b11: Y <= S[31];
      endcase
      assign Zero = (Y == 32'b0);
endmodule
module dmem(input          clk, we,
            input   [31:0] a, wd,
            output  [31:0] rd);
  reg [31:0] RAM[63:0];
  assign rd = RAM[a[31:2]];  
  always @(posedge clk)
    if (we)
      RAM[a[31:2]] <= wd;
endmodule
module imem(input   [5:0]  a,
            output  [31:0] rd);
  reg [31:0] ROM[63:0];
  initial
    begin
      $readmemh("memfile2.dat",ROM);  
    end
  assign rd = ROM[a];  
endmodule
```
**flow/run.sh**
```bash
#!/bin/bash
# OpenROAD 26Q1-2900-gdf79404cd8, Yosys 0.63+post, stock flow scripts
make -C /OpenROAD-flow-scripts/flow DESIGN_CONFIG=/design/flow/config.mk WORK_HOME=/design/flow/orfs finish
```
**flow/config.mk**
```make
export PLATFORM = sky130hd
export DESIGN_NAME = flopenr
export DESIGN_NICKNAME = flopenr
export VERILOG_FILES = /design/flow/design.v
export SDC_FILE = /design/flow/constraint.sdc
export NUM_CORES = 4
export LEC_CHECK = 1
export CORE_AREA = 10 10 70 70
export DIE_AREA = 0 0 80 80
export SYNTH_HDL_FRONTEND = slang
```
**flow/constraint.sdc**
```tcl
current_design flopenr

set clk_period 1.0
set clk_io_pct 0.2

create_clock -name clk0 -period $clk_period [get_ports {clk}]

set non_clock_inputs [all_inputs -no_clocks]
set_input_delay [expr $clk_period * $clk_io_pct] -clock clk0 $non_clock_inputs
set_output_delay [expr $clk_period * $clk_io_pct] -clock clk0 [all_outputs]
```
==> flow_metrics.env <==
# physical design summary
export IMPL_via_count=223
export IMPL_crit_path_start_kind="flop"
export IMPL_tightest_slew_ns=0.291
export IMPL_skew_ns=0
export IMPL_setup_ws_ns=0.0610
export IMPL_met2_length_um=416
export IMPL_syn_area_um2=335
export IMPL_holdWs_ns=0.212
export IMPL_antenna_found_initial=0
export IMPL_fmax_mhz=1060
export IMPL_top_layer="met4"
export IMPL_vias_per_cell=2.51
export IMPL_maxCapViolations=0
export IMPL_cpPeakStageDelay_ns=0.38
export IMPL_rows=21
export IMPL_slowest_stage="dfrtp_1"
export IMPL_area_growth_pct=76.9
export IMPL_place_area_um2=597
export IMPL_clk_root_buffer_cell="clkbuf_4"
export IMPL_hold_class="in2async"
export IMPL_final_layout_size_suffix_gt1_share_pct=55.8
export IMPL_cts_buffer_depth=2
export IMPL_fp_util_pct=9.82
export IMPL_yosysWarnings=0
export IMPL_path_max_fanout=2
export IMPL_critPathCaptureType="primary output"
export IMPL_top_register="q"
export IMPL_met1_length_um=348
export IMPL_worstSkewPairLatency_ns=0.24
export IMPL_warnings=26
export IMPL_synth_seq_share_pct=59.7
export IMPL_met3WireLength_um=58
export IMPL_rsz0062_at_grt="no"
export IMPL_max_vdd_ir_drop_mv=0.195
export IMPL_fillCellCount=384
export IMPL_grt_util_all_layers_pct=2.84
export IMPL_dpl_hpwl_um=733
export IMPL_wl_um=864
export IMPL_io_pins=19
export IMPL_grt_max_degree=9
export IMPL_yosysCellCount=18
export IMPL_power_density_nw_per_um2=1300
export IMPL_postLayoutCellArea_um2=593
export IMPL_setup_tns_ns=0
export IMPL_maxSlewHeadroom_pct=80.6
export IMPL_netlist_instances=18
export IMPL_ys_chip_area_um2=335
export IMPL_grt_pass1_wl_um=1440
export IMPL_drt_wirelength_per_cell_um=9.71
export IMPL_outcome="finished clean"
export IMPL_syn_area_per_cell_um2=18.6
export IMPL_dp_slack_ns=-0.273
export IMPL_required_ns=0.80
export IMPL_final_hold_viol_count=0
export IMPL_largest_reg_flops=8
export IMPL_min_period_ns=0.939
export IMPL_port_buffer_count=18
export IMPL_cts_sinks=8
export IMPL_grt_pass1_vias=297
export IMPL_gr_total_overflow=0
export IMPL_setup_viol=0
export IMPL_numSynthFlops=8
export IMPL_ys_types=4
export IMPL_fin_crit_sh_pct=93.9
export IMPL_drt_iter0_markers=17
export IMPL_drt_first_pass_iters=2
export IMPL_arrival_ns=0.74
export IMPL_cts_tree="yes"
export IMPL_die_h_um=80
export IMPL_core_um2=3420
export IMPL_die_area_um2=6400
export IMPL_fp_dieW_um=80
export IMPL_critPathKind="reg2out"
export IMPL_report_final_slew_viol_count=0
export IMPL_utilization_pct=17.4
export IMPL_crit_buf_inv=1
export IMPL_clkTransAtPathRegs_ns=0.05
export IMPL_place_congestion=0.708
export IMPL_cts_buffers_inserted=3
export IMPL_crit_family="flip-flops"
export IMPL_num_antenna_cells=0
export IMPL_top_regs="q (8)"
export IMPL_path_cells="buf_2"
export IMPL_htree_num_levels=1
export IMPL_drc=0
export IMPL_p_leak_nw=0.280
export IMPL_ant_nets=0
## layout make-up
cell class / count / area, um2 / share of cell area [%]
clock buffers: 3 / 22.5 / 3.80
inverters: 1 / 3.75 / 0.633
multi-input cells: 8 / 120 / 20.3
flip-flops and latches: 8 / 200 / 33.8
well taps: 46 / 57.6 / 9.70
repair buffers: 23 / 189 / 31.9
## cells in the final DEF, fill, tap and decap left out
cell / n
buf_12: 1
buf_4: 4
mux2_4: 8
buf_2: 6
dfrtp_1: 8
clkbuf_4: 3
dlygate4sd2_1: 1
inv_1: 1
clkdlybuf4s50_1: 9
clkbuf_2: 2
## cells in the mapped netlist, drive strengths merged
| cell type | instances | area, um2 |
|---|---|---|
| buf | 1 | 11.3 |
| inv | 1 | 3.75 |
| mux2 | 8 | 120 |
| dfrtp | 8 | 200 |
## path summary, 6_finish.rpt
kind | from | to | slack [ns] | cells after the start
min reg2reg | q[6] | q[6] | 0.52 | 1
max | q[7] | q[7] | 0.06 | 1
min in group clk0 | en | q[1] | 0.51 | 3
min | reset | q[4] | 0.21 | 2
max in group asynchronous | reset | q[0] | 0.56 | 2
max reg2reg | q[0] | q[0] | 0.13 | 2
## where the power goes
| group | switching [mW] | internal [mW] | leakage, nW | total, mW |
|---|---|---|---|---|
| Combinational | 0.0386 | 0.127 | 0.172 | 0.165 |
| Clock | 0.0927 | 0.136 | 0.0138 | 0.229 |
| Sequential | 0.0168 | 0.357 | 0.0935 | 0.374 |
| Total | 0.148 | 0.620 | 0.280 | 0.768 |
## metal layers
layer,vias up,GRT usage (%)
met4,0,1.58
met2,11,4.57
li1,112,-
met5,-,0
met3,2,1.48
met1,98,2.90
## timing repair
| item | in CTS | in global routing |
|---|---|---|
| cloned | 0 | 0 |
| hold buffers | 0 | 0 |
| setup endpoints to repair | 16 | 3 |
| setup buffers | 3 | 0 |
| resized | 23 | 2 |
## cell families (layout without fill, tap and decap cells)
group	after synthesis	count (layout)	share of synthesized area, %
muxes	8	8	35.8
DFF	8	8	59.7
buffers and inverters	2	27	4.48
## metrics by stage
| stage | instances | total power, mW |
|---|---|---|
| 2_1_floorplan | 18 | 0.436 |
| 3_3_place_gp | 84 | 0.569 |
| 3_5_place_dp | 84 | 0.571 |
| 4_1_cts | 90 | 0.800 |
| 5_1_grt | 89 | 0.824 |
| 6_report | 89 | 0.768 |
Power is estimated from default activity; no workload was simulated.
